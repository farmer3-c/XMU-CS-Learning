<file path="./constraint.sdc">
current_design flowing_light

set clk_period 6.2
set clk_io_pct 0.2

create_clock -name clk0 -period $clk_period [get_ports {clk}]

set non_clock_inputs [all_inputs -no_clocks]
set_input_delay [expr $clk_period * $clk_io_pct] -clock clk0 $non_clock_inputs
set_output_delay [expr $clk_period * $clk_io_pct] -clock clk0 [all_outputs]
</file>
<file path="./run.sh">
#!/bin/bash
# OpenROAD 26Q1-2900-gdf79404cd8, Yosys 0.63+post, stock flow scripts
make -C /OpenROAD-flow-scripts/flow DESIGN_CONFIG=/design/flow/config.mk WORK_HOME=/design/flow/orfs finish
</file>
<file path="./design.v">
module flowing_light(
    input clk,  
    input rst,  
    output [15:0] led   
);  
    reg [27 : 0] cnt_reg;   
    reg [15 : 0] light_reg;
    always @ (posedge clk)  
    begin  
        if (rst)   
            cnt_reg <= 0;   
        else if (cnt_reg == 28'D100000000)     
            cnt_reg <= 0;   
        else      
            cnt_reg <= cnt_reg + 1;  
    end
    always @ (posedge clk)   
    begin  
        if (rst)  
            light_reg <= 16'h8000;     
        else if (cnt_reg == 28'D100000000)     
        begin  
            if (light_reg == 16'h0001)     
                light_reg <= 16'h8000;  
            else  
                light_reg <= light_reg >> 1;   
        end  
    end
    assign led = light_reg;   
endmodule
</file>
<file path="./config.mk">
export PLATFORM = sky130hd
export DESIGN_NAME = flowing_light
export DESIGN_NICKNAME = flowing_light
export VERILOG_FILES = /design/flow/design.v
export SDC_FILE = /design/flow/constraint.sdc
export NUM_CORES = 4
export LEC_CHECK = 1
export CORE_UTILIZATION = 30
</file>
==> CHANGELOG.md <==
### Implementation results

- Status: complete, but fails checks
- Failing checks: DRC
- RD Place Congestion: 0.788
- Mux area share: 7.89%
- Sw Pwr: 0.000106 W
- CTS Buffer Depth: 2
- Post-synthesis area per instance: 9.23 µm²
- Synthesized registers: 44
- Final setup fails: 0
- Largest net degree at the start of global routing: 28
- CP arrival: 2.74 ns
- Fin Setup TNS: 0 ns
- Cell taking the most area after synthesis: dfxtp_1
- Synth Seq Share: 43.4%
- Rel. slew slack: 60.9%
- Core area: 6460 µm²
- Post-Syn Area: 2030 µm²
- Share of synthesized registers carrying an async set or reset: 0%
- Yosys Warn Count: 1
- DP Cell Count: 305
- Synth Flop Type: dfxtp_1
- Total track usage: 11.3%
- DRT iter0 DRCs: 50
- Core Rows: 29
- Port bufs: 17
- Via count: 1603
- # resized after CTS: 0
- Log Warnings: 26
- Io pins: 18
- Crit path DRT: 6.37 ns
- Max FFs per register: 28
- Slew at the pin closest to its max-slew limit: 0.585 ns
- Synth-to-layout area growth: 15.3%
- # hold bufs at CTS: 0
- Most frequent cells in the layout: dfxtp_1 (44), nand2_1 (24), nor2_1 (17), clkdlybuf4s50_1 (17), mux2i_1 (16)
- Yosys cell count: 220
- Final Cycle Share: 41.4%
- Pre-Place Util: 31.4%
- Slew Viols, Final: 0
- Die height: 84.3 µm
- Worst Clk Skew: 0.00761 ns
- Pwr/cell area: 219 nW/µm²
- Sw Ratio: 20.6%
- Router iterations before antenna repair: 55
- Register share of total power: 55.8%
- Post-synth EDFFs: 0
- Internal power: 0.000408 W
- Routed WL per cell: 12.1 µm
- Leakage: 0.837 nW
- ANT cells: 0
- TritonCTS clock tree: yes
- Most instantiated logic cell after routing: dfxtp_1
- Hold Vio Cnt, Final: 0
- Cell area leaders: dfxtp_1 (43%), mux2i_1 (7.9%), nand2_1 (4.4%)
- Clock sinks: 44
- Combinational Power Share: 2.3%
- Number of vias per cell: 5.12
- Chip area: 7100 µm²
- Fmax: 390 MHz
- Clock power share: 41.9%
- Kind of critical path: in -> reg
- Root Driver: clkbuf_8
- DR DRC count: 1
- Die Wd: 84.3 µm
- IR drop worst, VDD: 0.000142 V
- Cells after Synth: 220
- Worst-path clk slew: 0.09 ns
- Final min period: 2.57 ns
- Xor/xnor share: 5.18%
- Simple Share, Synth: 28.2%
- MaxCap Viol Count: 0
- First-pass GRT wire length: 6.64 mm
- Number of CTS-inserted buffers: 5
- Yosys stat area: 2030 µm²
- RSZ-0062 raised after global routing: no
- Clk latency of the worst-skew pair: 0.29 ns
- Worst hold path class: reg -> reg
- Netlist cell types: 34
- Routed wire length: 3.78 mm
- Initial antenna violation count: 0
- Filler cell count in the final layout: 662
- Final ANT Viol Nets: 0
- Fin cells: 313
- Synth Area in Adders: 1.23%
- Vias in the first global route: 1504
- Setup bufs post-CTS: 0
- Dominant comb cell: simple AND/OR/NAND/NOR gates
- Crit end category: flip-flop
- Ao+oa area frac: 9.24%
- Worst-path maximum fanout: 27
- Share of cells above drive strength 1: 7.20%
- GR Overflow Total: 0
- Synth top area share: 43.4%
- H-Tree Depth: 2
- Startpoint types: primary input
- Post-DP HPWL: 2.55 mm
worst max-delay path, stage by stage:
cell	delay [ns]
clkdlybuf4s50_1	0.51
clkinv_1	0.41
o31ai_4	0.16
buf_4	0.33
nor2_1	0.09
Yosys cell counts (2+ instances only):
cell / number
dfxtp_1: 44
nand2_1: 24
nor2_1: 17
mux2i_1: 16
a21oi_1: 14
nand3_1: 11
nand4_1: 8
xnor2_1: 8
nor4_1: 7
o21ai_0: 7
o31ai_1: 7
or3_1: 7
or4_1: 7
nor4b_1: 5
and3_1: 4
buf_2: 4
inv_1: 4
xor2_1: 4
and4_1: 2
and4_4: 2
clkbuf_1: 2
clkbuf_2: 2
ha_1: 2
nor3_1: 2
power groups by stage:
stage	Combinational, W	Sequential [W]	Clock (W)
6_report	0.0000118	0.000287	0.000215
5_1_grt	0.0000136	0.000287	0.000233
4_1_cts	0.0000119	0.000287	0.000223
cells by family (layout without fill, tap and decap cells):
| logic type | after synthesis | after routing |
|---|---|---|
| AOI/OAI and AO/OA | 30 | 30 |
| xor gates and xnor gates | 12 | 12 |
| adders and majority gates | 2 | 2 |
| buffers and inverters | 16 | 32 |
| DFF | 44 | 44 |
| muxes | 16 | 16 |
| and+or+nand+nor | 100 | 100 |
path summary, 6_finish.rpt:
| check | start | endpoint | slack (ns) | cells past startpoint |
|---|---|---|---|---|
| worst max-delay path | rst | cnt_reg[7] | 3.63 | 5 |
| worst max register to register | cnt_reg[0] | cnt_reg[20] | 4.06 | 5 |
| worst min register to register | light_reg[0] | light_reg[0] | 0.48 | 2 |
| worst min-delay path | light_reg[0] | light_reg[0] | 0.48 | 2 |
final cells by class:
type / instances / area [µm²] / share of cell area [%]
Clock buffer: 5 / 68.8 / 2.94
Clock inverter: 3 / 42.5 / 1.82
Inverter: 5 / 18.8 / 0.801
Multi-Input combinational cell: 160 / 1050 / 44.8
Sequential cell: 44 / 881 / 37.6
Tap cell: 77 / 96.3 / 4.11
Timing Repair Buffer: 19 / 185 / 7.91
metrics by stage:
step                      area (µm²)  hold slack (ns)  utilization [%]  worst slack, ns  power [W]
final                           2340            0.476             36.3             3.63   0.000513
after global routing            2340            0.511             36.3             3.49   0.000534
after CTS                       2340            0.484             36.3             3.63   0.000522
after detailed placement        2230            0.471             34.5             3.33   0.000305
after global placement          2230            0.469             34.5             3.33   0.000305
after floorplan                 2030            0.433                -             4.21   0.000302
layer usage:
layer	GRT usage (%)	vias to the layer above	routed length (µm)
met5	0	-	0
met4	1.41	0	11
met3	2.29	2	117
met2	17.7	23	1620
met1	17.0	739	2030
li1	-	839	-
Power figures rest on the tool's default switching activity, not on a simulated workload.

**flow/run.sh**
```bash
#!/bin/bash
# OpenROAD 26Q1-2900-gdf79404cd8, Yosys 0.63+post, stock flow scripts
make -C /OpenROAD-flow-scripts/flow DESIGN_CONFIG=/design/flow/config.mk WORK_HOME=/design/flow/orfs finish
```
**flow/config.mk**
```make
export PLATFORM = sky130hd
export DESIGN_NAME = encode_8_3
export DESIGN_NICKNAME = encode_8_3
export VERILOG_FILES = /design/flow/design.v
export SDC_FILE = /design/flow/constraint.sdc
export NUM_CORES = 4
export LEC_CHECK = 1
export CORE_AREA = 10 10 70 70
export DIE_AREA = 0 0 80 80
```
**flow/constraint.sdc**
```tcl
current_design encode_8_3

set clk_period 1.9
set clk_io_pct 0.2

create_clock -name clk0 -period $clk_period

set non_clock_inputs [all_inputs -no_clocks]
set_input_delay [expr $clk_period * $clk_io_pct] -clock clk0 $non_clock_inputs
set_output_delay [expr $clk_period * $clk_io_pct] -clock clk0 [all_outputs]
```
**flow/design.v**
```verilog
module encode_8_3(
    input [7:0] in,
    output reg [2:0] encode
    );
    always@(*)
    begin
        case(in)
            8'b00000001: encode = 3'b000;
            8'b00000010: encode = 3'b001;
            8'b00000100: encode = 3'b010;
            8'b00001000: encode = 3'b011;
            8'b00010000: encode = 3'b100;
            8'b00100000: encode = 3'b101;
            8'b01000000: encode = 3'b110;
            8'b10000000: encode = 3'b111;
            default:     encode = 3'b000;   
        endcase
    end                    
endmodule
```
==> flow_summary.json <==
{
  "logic_area_um2": 211,
  "gp_congestion": 0.805,
  "slowest_stage": "or4_4",
  "p_int_w": 0.0000298,
  "syn_avg_cell_area_um2": 7.57,
  "flop_area_um2": 0,
  "design.portCount": 11,
  "p_seq_share_pct": 0,
  "relSlewSlack_pct": 81.8,
  "top_area_cell": "nor4b_1",
  "top_cell_area_share_pct": 36.5,
  "ys_cells": 19,
  "synth-simple-area-share_pct": 67.8,
  "drtIter0Drc": 2,
  "ys_sh_adder_pct": 0,
  "tightest_slew_ps": 271,
  "slowest_delay_ps": 480,
  "grt_usage_pct": 2.29,
  "use_met1_pct": 3.76,
  "p_sw_share_pct": 50.0,
  "gr-usage-met3_pct": 0.909,
  "synth.distinct_cells": 11,
  "grt_max_degree": 8,
  "core.rowCount": 21,
  "path_cells": "dlygate4sd2_1 > or4_4 > nor2_2 > dlygate4sd2_1",
  "vias_per_cell": 2.78,
  "grt_pass1_wl_mm": 1.21,
  "clkbuf_count": 0,
  "worst_ep_arrival_time_ps": 1450,
  "antenna_found_initial": 0,
  "avgRoutedWirePerCell_um": 8.99,
  "fp_util_pct": 4.21,
  "endpoint_kind": "primary output",
  "die_area_mm2": 0.00640,
  "area_delta_synth_final_pct": 172,
  "drv_cap": 0,
  "hold_ws_ps": 1290,
  "top_logic_kind": "simple AND/OR/NAND/NOR gates",
  "firstDrtPassIters": 4,
  "yosys.stat.chipArea_um2": 144,
  "cpMostUsedCell": "dlygate4sd2_1",
  "min_period_ps": 1830,
  "routed_wl_um": 719,
  "dp_hpwl_um": 577,
  "ys_seq_share_pct": 0,
  "leakage_nw": 0.129,
  "mux_area_share_pct": 0,
  "worstPathMaxFanout": 2,
  "start_kind": "input pin",
  "syn_inst": 19,
  "drc": 0,
  "crit_type": "input pin to primary output",
  "hold_path_class": "input pin to primary output",
  "die_h_um": 80,
  "holdBufCountCts": 0,
  "chipWidth_um": 80,
  "drive_gt1_share_pct": 61.8,
  "p_sw_w": 0.0000297,
  "top_usage_layer": "met1",
  "top_cells_by_area": "nor4b_1, a211oi_1, nor4b_2",
  "synthXorXnorAreaFrac_pct": 12.2,
  "io_buffers": 11,
  "slew_viol_final": 0,
  "coreArea_mm2": 0.00342,
  "log.warning_count": 32,
  "period_used_pct": 96.5,
  "grtUsageMet2_pct": 2.73,
  "cp.required_ps": 1520,
  "aoi_share_pct": 16.5,
  "hold_violations": 0,
  "grt.overflow.total": 0,
  "fmax_mhz": 545,
  "design.seq.count": 0,
  "final-setup-viol-count": 0,
  "vdd_drop_max_mv": 0.0633,
  "grt_pass1_vias": 245,
  "drtAntennaViolNets": 0,
  "n_antenna_cell": 0,
  "power_density_mw_per_mm2": 152,
  "fillers": 404,
  "pwr-share-comb_pct": 100.0,
  "yosysWarnings": 1,
  "outcome": "finished, final reports clean",
  "clock_power_share_pct": 0,
  "netlist_area_um2": 144,
  "vias": 222,
  "finalPower_w": 0.0000595
}
==> per-stage QoR <==
stage	setup WS [ps]	area (µm²)	utilization, %	TNS, ps	instances
after CTS	2.11	378	11.1	0	80
after detailed placement	-572	344	10.1	-1630	80
after global placement	-549	344	10.1	-1550	80
after global routing	-1.16	392	11.5	-1.16	80
final	66.2	392	11.5	0	80
after floorplan	518	144	-	0	19
==> cell usage in the layout, fill, tap and decap left out, drive strengths merged <==
cell	n
a211oi	2
nor2	3
o31a	1
xor2	1
buf	9
nor4b	7
or4	1
xnor2	1
nor3	1
dlygate4sd2	7
nor4	1
==> cell type report <==
class / instances / share of cell area [%]
well taps: 46 / 14.7
repair buffers: 16 / 31.3
multi-input cells: 18 / 54.0
==> kinds of logic (layout without fill, tap and decap cells) <==
group | after synthesis | after routing
xor gates and xnor gates | 2 | 2
buffers and inverters | 1 | 16
and+or+nand+nor | 13 | 13
AOI/OAI and AO/OA | 3 | 3
==> path summary, 6_finish.rpt <==
kind	slack [ps]	end	depth (start not counted)	from
worst min-delay path	1290	encode[2]	4	in[2]
worst max-delay path	70	encode[2]	4	in[0]
==> metal layers <==
layer	part of all wire (%)	vias to the layer above	wire (µm)
met5	0	-	0
met1	57	98	410
met4	0	0	0
met3	11	0	76
li1	-	113	-
met2	32	11	232
==> power by group through the flow <==
| stage | combinational [W] | clock, W | sequential, W |
|---|---|---|---|
| 5_1_grt | 0.0000644 | 0 | 0 |
| 6_report | 0.0000595 | 0 | 0 |
| 4_1_cts | 0.0000543 | 0 | 0 |
==> cell usage after synthesis <==
master,number
a211oi_1,2
buf_2,1
nor2_1,3
nor3_1,1
nor4_1,1
nor4b_1,6
nor4b_2,1
o31a_1,1
or4_1,1
xnor2_1,1
xor2_1,1
==> what timing repair did <==
action / CTS / global route
pin swaps: 3 / 3
resized: 30 / 9
buffers inserted: 0 / 0
endpoints found under the setup margin: 3 / 2
==> critical path: cells and delay by family <==
kind | cells | cell delay, ps
and+or+nand+nor | 2 | 600
buffers and inverters | 2 | 470
Power and IR drop assume default switching activity.
